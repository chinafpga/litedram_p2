$ cat /design/flow/design.v
module pll_v1(
    pll_rst,
    clkin0,
    locked,
    clkout0,
    clkout1,
    clkout2,
    clkout3,
    clkout4,
    clkout5,
    clkout6
);
input pll_rst;
input clkin0;
output locked;
output clkout0;
output clkout1;
output clkout2;
output clkout3;
output clkout4;
output clkout5;
output clkout6;
wire gen_pdb;
wire gen_rst;
pll_detector u_det (
        .refclk (clkin0),
        .rst (pll_rst),
        .pdb (1'b1),
        .pll_clk (clkout0),
        .pll_pd (gen_pdb),
        .pll_rst (gen_rst)
);
PLL_TOP #(
        .SEL_FBPATH (1'b0),
        .pll_sel ("auto"),
        .input_freq ("100"),
        .CPSEL_FN (6'b101000),
        .CP_AUTO_ENB (1'b0),
        .BK (4'b0010),
        .CALIB_VREF (2'b01),
        .CKSEL (1'b0),
        .CPSEL_CR (4'b1101),
        .LPF (3'b111),
        .FBDLY (7'b0000000),
        .PFBSEL (3'b000),
        .VCO_INI_SEL (1'b0),
        .RST_REG_ENB (1'b0),
        .TRIM_CAP (3'b010),
        .EN_LOWSPD (1'b0),
        .VRSEL (2'b01),
        .CASCADE_EN (1'b0),
        .FRAC_C0 (3'b000),
        .FRAC_FB (3'b000),
        .MKEN0 (1'b1),
        .BPS0 (1'b0),
        .DIVC0 (7'b0100111),
        .GATE_BPS0 (1'b0),
        .P0SEL (3'b000),
        .CO0DLY (7'b0001010),
        .ADD_HALF0 (1'b0),
        .CO0DUTY (7'b0010100),
        .MKEN1 (1'b1),
        .BPS1 (1'b0),
        .DIVC1 (7'b0100111),
        .GATE_BPS1 (1'b0),
        .P1SEL (3'b000),
        .CO1DLY (7'b0000000),
        .ADD_HALF1 (1'b0),
        .CO1DUTY (7'b0010100),
        .MKEN2 (1'b1),
        .BPS2 (1'b0),
        .DIVC2 (7'b0001001),
        .GATE_BPS2 (1'b0),
        .P2SEL (3'b000),
        .CO2DLY (7'b0000000),
        .ADD_HALF2 (1'b0),
        .CO2DUTY (7'b0000101),
        .MKEN3 (1'b1),
        .BPS3 (1'b0),
        .DIVC3 (7'b0001001),
        .GATE_BPS3 (1'b0),
        .P3SEL (3'b100),
        .CO3DLY (7'b0000010),
        .ADD_HALF3 (1'b0),
        .CO3DUTY (7'b0000101),
        .MKEN4 (1'b1),
        .BPS4 (1'b0),
        .DIVC4 (7'b0010011),
        .GATE_BPS4 (1'b0),
        .P4SEL (3'b000),
        .CO4DLY (7'b0000000),
        .ADD_HALF4 (1'b0),
        .CO4DUTY (7'b0001010),
        .MKEN5 (1'b1),
        .BPS5 (1'b0),
        .DIVC5 (7'b0001001),
        .GATE_BPS5 (1'b0),
        .P5SEL (3'b100),
        .CO5DLY (7'b0000111),
        .ADD_HALF5 (1'b0),
        .CO5DUTY (7'b0000101),
        .MKEN6 (1'b1),
        .BPS6 (1'b0),
        .DIVC6 (7'b0100111),
        .GATE_BPS6 (1'b0),
        .P6SEL (3'b000),
        .CO6DLY (7'b0000000),
        .ADD_HALF6 (1'b0),
        .CO6DUTY (7'b0010100),
        .DIVN (7'b0000000),
        .DIVM (7'b0001111),
        .EN_HOLD (1'b1),
        .LD_HOLD (1'b0),
        .LD_CLKDIV (1'b0),
        .LD_EN_ACC (1'b0),
        .LD_RT_INRNG (1'b1),
        .LD_RT_OUTRNG (1'b1),
        .LD_MUX (1'b0),
        .CNT_SEL (2'b01),
        .FORCE_LOCK (1'b0),
        .INRNG_SEL (3'b010),
        .OUTRNG_SEL (3'b010),
        .LD_EN (1'b1),
        .GATE_ENB (1'b1),
        .CALIB_DIR (1'b0),
        .CALIB_EN (1'b1),
        .CALIB_MANUAL (4'b1000),
        .CALIB_CYCLE (3'b011),
        .CALIB_EN_DYN (1'b0),
        .CALIB_CLKDIV (1'b0),
        .CALIB_STB_TIME (3'b011),
        .CALIB_THRESHOLD (3'b011),
        .RST_SEL (2'b11),
        .PDB_SEL (2'b11),
        .FP_CFG_EN (1'b0),
        .SSC_ACCSEL (2'b00),
        .SSC_EN (1'b0),
        .SSC_MODE (1'b0),
        .SSC_TRI_PEAK (2'b00),
        .DIVACC (2'b00),
        .DIVSSC (7'b0000000)
)
pll_u0 (
        .PLLCK0 (clkin0),
        .PLLCK1 (),
        .PSCK (),
        .PSDIR (),
        .PSEN (),
        .PSDONE (),
        .PSSEL (),
        .CALIB_DYN_DIR (),
        .CALIB_DYN_UPDATE (),
        .FP_DUTY_FORCE (),
        .FP_ADD_HALF (),
        .FP_DIV (),
        .FP_DUTY (),
        .FP_SEL (),
        .FP_SW (),
        .FP_CF_CLK (),
        .FP_CF_EN (),
        .FP_CF_IN (),
        .FP_CF_UP (),
        .FP_CF_SEL (),
        .FBIN (),
        .PDB (gen_pdb),
        .RSTPLL (gen_rst),
        .CO0 (clkout0),
        .CO1 (clkout1),
        .CO2 (clkout2),
        .CO3 (clkout3),
        .CO4 (clkout4),
        .CO5 (clkout5),
        .CO6 (clkout6),
        .PLOCK (locked)
);
endmodule
module pll_detector(
    refclk,
    pdb,
    rst,
    pll_clk,
    pll_pd,
    pll_rst
);
input refclk, pdb, rst;
input pll_clk;
output pll_pd;
output pll_rst;
reg [3:0] genrst = 0;
wire genrsten = genrst != 4'b1010;
wire rsts;
assign rsts = pdb & (!genrsten);
assign pll_rst = rst | genrsten;
always @ (posedge refclk) begin
    if(genrsten)
        genrst <= genrst + 1;
end
reg [5:0] pll_state = 0;
reg [21:0] state = 0;
wire pllwork = (pll_state == 6'b100110);
always @ (posedge refclk or negedge rsts) begin
    if(!rsts)
        state <= 'h0;
    else if(~pllwork)
        state <= state + 1;
    else
        state <= state;
end
always @ (posedge pll_clk or negedge rsts) begin
    if(!rsts)
        pll_state <= 0;
    else if(~pllwork)
        pll_state <= pll_state + 1;
    else
        pll_state <= pll_state;
end
wire pdb_gen = state[21:16] != 6'b100110;
assign pll_pd = pdb_gen & pdb;
endmodule
$ cat /design/flow/run.sh
#!/bin/bash
# OpenROAD 26Q1-2900-gdf79404cd8, Yosys 0.63+post, stock flow scripts
make -C /OpenROAD-flow-scripts/flow DESIGN_CONFIG=/design/flow/config.mk WORK_HOME=/design/flow/orfs finish
$ cat /design/flow/config.mk
export PLATFORM = sky130hd
export DESIGN_NAME = pll_detector
export DESIGN_NICKNAME = pll_detector
export VERILOG_FILES = /design/flow/design.v
export SDC_FILE = /design/flow/constraint.sdc
export NUM_CORES = 4
export LEC_CHECK = 1
export CORE_AREA = 10 10 99 99
export DIE_AREA = 0 0 109 109
$ cat /design/flow/constraint.sdc
current_design pll_detector

set clk_period 5.2
set clk_io_pct 0.2

create_clock -name clk0 -period $clk_period [get_ports {pll_clk}]
create_clock -name clk1 -period $clk_period [get_ports {refclk}]

set non_clock_inputs [all_inputs -no_clocks]
set_input_delay [expr $clk_period * $clk_io_pct] -clock clk0 $non_clock_inputs
set_output_delay [expr $clk_period * $clk_io_pct] -clock clk0 [all_outputs]
==> results.toml <==
# implementation run metrics
[placed_design]
place_area_um2 = 1658
place_ws_ps = 1974
dpl.cell_count = 231
port-buffer-count = 4
gp_congestion = 0.7429
post-dp-hpwl_um = 1582

[sta]
whs_ps = 475.8
max_slew_margin = 0.6781
report.final.slew_viol_count = 0
rsz0062_at_grt = "false"
setup_viol = 0
worst_pin_slew_ps = 480.0
hold_viol_final = 0
finalClockSkew_ps = 2.306
fin_ws_ps = 1985
tns_ps = 0

[power]
comb_power_share = 0.017
total_power_mw = 0.4933
ir_drop_v = 0.0001394
clkPwrFrac = 0.470
cellLeakagePower_nw = 0.7443
power.internal_mw = 0.4089
net-switching-power_mw = 0.08440
p_seq_frac = 0.512
power.density_nw_per_um2 = 278.6
switching_share = 0.1711

[cells_and_area]
post_layout_nonfiller_instances = 238
finalInstanceArea_um2 = 1770
fillCellCount = 814
register_area_um2 = 820.8
syn2layout_area_growth_pct = 19.01
comb_area_um2 = 646.9
fin_util = 0.2291
final_layout_size_suffix_gt1_frac = 0.1029

[route]
drtPass1Iterations = 4
met3_length_um = 169
vias_per_cell = 3.819
routed_wl_um = 2264
drt_iter0_markers = 36
wl_per_cell_um = 9.513
top_layer_used = "met3"
wl_met2_um = 940
met1Wirelength_um = 1155
ant_nets = 0
vias = 909
antenna-diode-count = 0
drc_errors = 0

[floorplan]
std_cell_rows = 32
dieHeight_um = 109
fp-utilization = 0.1925
io_pins = 6
die_x_um = 109
core_area_um2 = 7727
die_area_um2 = 11880

[global_routing]
grtUsageTotal = 0.04451
grt_pass1_vias = 897
antenna_found_initial = 0
grt_pass1_wl_um = 4326
grt_remaining_overflow = 0
grt_max_degree = 29

[logic_synthesis]
synth_flops = 32
mux_share = 0.007569
ys_sh_adder = 0.04205
synth-xor-area-share = 0.1648
synth-simple-area-share = 0.1833
syn_inst = 126
synth.logic.top_family = "simple AND/OR/NAND/NOR gates"
synth-compound-area-share = 0.03532
yosysUniqueCellTypes = 24
ys_area_um2 = 1488
syn_avg_cell_area_um2 = 11.81
syn_area_um2 = 1488
synth_seq_share = 0.5517
yosys_warnings = 1
ys_cells = 126

[worst_hold_path]
holdPathEnd = "pll_state[5]"
hp-class = "reg -> reg"
hold-path-cell-count = 1
hp-start = "pll_state[5]"

[worst_setup_path]
start_kind = "input port"
crit_type = "in -> out"
r2r_setup_slack_ps = 3490
crit_path_max_fanout = 2
critical_path.endpoint_type = "primary output"
worstRegToRegCells = 6
reg2reg_to = "state[3]"
crit_required_ps = 4160
arrival_ps = 2170
timing.rr.start = "pll_state[0]"

[clock_tree]
ctsResizeCount = 0
clock_sinks = 32
post_cts_buffers = 0
clk_pin_slew_ps = 30
cts_hold_buf = 0
cts_tree = "yes"

[outcome]
status = "completed"

[job]
cap_violations = 0
tool_warnings = 28
[how the worst max path moves through the flow]
| stage | cells past startpoint | slack [ps] | end | from |
|---|---|---|---|---|
| 5_1_grt | 4 | 1930 | pll_pd | pdb |
| 6_report | 4 | 1990 | pll_pd | pdb |
| 4_1_cts | 4 | 1970 | pll_pd | pdb |
[cell usage after synthesis (all sizes together)]
cell / instances / area share
mux2: 1 / 0.0076
nor2: 3 / 0.0076
and2: 1 / 0.0042
or2: 1 / 0.0042
a21oi: 3 / 0.010
clkbuf: 2 / 0.0050
nand2: 6 / 0.015
and3: 9 / 0.038
nand3b: 1 / 0.0050
a21boi: 1 / 0.0076
dfrtp: 28 / 0.47
a211oi: 1 / 0.013
inv: 4 / 0.010
xnor2: 20 / 0.12
xor2: 8 / 0.047
nor4: 2 / 0.0084
and4bb: 1 / 0.011
nand4: 7 / 0.029
a31oi: 1 / 0.0042
ha: 5 / 0.042
edfxtp: 4 / 0.081
nor4b: 1 / 0.0059
nand3: 15 / 0.050
nor2b: 1 / 0.0042
[metal layers]
| layer | vias to the layer above | global-route usage |
|---|---|---|
| met5 | - | 0 |
| met4 | 0 | 0.001883 |
| met3 | 0 | 0.02330 |
| met2 | 13 | 0.05741 |
| met1 | 439 | 0.06749 |
| li1 | 457 | - |
[flip-flops by register name, summed over array words and instances (netlist names)]
name	count
state	22
pll_state	6
genrst	4
[cell type report]
type,count,area share
timing repair buffer,5,0.02686
clock buffer,6,0.04664
tap,102,0.07208
clock inverter,1,0.01696
multi-input combinational,88,0.3654
inverter,4,0.008481
sequential,32,0.4636
[layout by cell type (no fill, tap or decap), types with 2 or more instances in the layout]
cell             instances
a21oi_1                  3
and3_1                   9
clkbuf_8                 6
clkdlybuf4s50_1          4
dfrtp_1                 28
edfxtp_1                 4
ha_1                     5
inv_1                    4
nand2_1                  6
nand3_1                 15
nand4_1                  7
nor2_1                   2
nor4_1                   2
xnor2_1                 20
xor2_1                   8
[power by group through the flow]
stage     Sequential [mW]  Clock, mW  Combinational [mW]
4_1_cts             0.253      0.242             0.00911
5_1_grt             0.253      0.256             0.00989
6_report            0.253      0.232             0.00855
[critical path: stages]
cell and delay (ps):
clkdlybuf4s50_1 450, inv_1 50, a31oi_1 150, clkdlybuf4s50_1 480
[cell families after synthesis]
family | after synthesis
compound gates | 6
simple gates | 48
flops | 32
fa+ha+maj | 5
xor+xnor | 28
buf+inv | 6
mux | 1
